==> design/flow/design.v <==
module cache(index,
             tag_in,
             word,
             data_in,
             write,
	     valid_in,
             clk, 
             data_out,
	     tag_out,
             valid_out,
             hit);
    	     input [3:0] index;			    
    	     input [10:0] tag_in; 		    
    	     input [7:0] data_in;    		    
	     input valid_in, write, word, clk;	    
	     output [10:0] tag_out;		    
    	     output [7:0] data_out;		    
    	     output valid_out, hit;		    
    	     wire [7:0] word0, word1;
	     assign match = (tag_in == tag_out);    
	     assign write_word0 = write & ~word;    
	     assign write_word1 = write & word;	    
	     assign write_tag = write;	  	    
	     assign write_valid = write;	    
    	     mem_cache #(8)  word_block0  (data_in,  index, word0, write_word0, clk);  
    	     mem_cache #(8)  word_block1  (data_in,  index, word1, write_word1, clk);  
	     mem_cache #(11) tag_block    (tag_in,   index, tag_out, write_tag, clk);  
	     mem_cache       valid_block  (valid_in, index, valid_b, write_valid, clk);  
	     assign hit = match;							 
    	     assign data_out = write ? 8'h00 : (word ? word1 : word0);			 
	     assign valid_out = ~write & valid_b;      	       				 
endmodule
module directMapped_cache(address,
			  data_in,
			  write,
			  clk,
			  data_out,
			  hit,
			  valid,tag);
			  input [15:0] address;  
			  input [7:0] data_in;   
			  input write, clk;      
			  output [7:0] data_out;  
			  output hit, valid;      
			  output [10:0] tag;      
			  wire [7:0] d_out;       
			  wire [10:0] tag_out;    
			  wire isHit, isValid;    
			  cache cache1(address[4:1], address[15:5], address[0], data_in, write, 1, clk, d_out, tag_out, isValid, isHit);
			  assign hit = isHit;  
			  assign valid = isValid;  
			  assign data_out = d_out;  
			  assign tag = tag_out;  
endmodule
module mem_cache(data_in,
                 address,
                 data_out,
                 write,
                 clk);
		 parameter Size = 1;
    		 input [Size - 1:0] data_in;  
    		 input [3:0] address;         
    		 input write;		      
		 input clk;		      
		 output [Size - 1:0] data_out;  
		reg [Size - 1:0] memory[0:15];
		assign data_out = write ? 0 : memory[address];  
		always @ (posedge clk) begin
		       if (write) memory[address] = data_in;
		end
endmodule
module two_way_cache(address, 
                     data_in, 
                     write, 
                     clk,
                     data_out,
                     hit
                     );
  		     input [15:0] address;  
  		     input [7:0] data_in;   
  		     input write, clk;      
		     output [7:0] data_out;  
		     output hit;  	     
  		     wire [10:0] tag0, tag1;  
  		     wire [7:0] data_out0, data_out1;  
		     wire valid0, valid1;  
		     wire hit0, hit1;
		     reg [10:0] fifo_array0[0:15];  
		     reg [10:0] fifo_array1[0:15];
		     directMapped_cache cache0(address, data_in, write, clk, data_out0, hit0, valid0, tag0);
		     directMapped_cache cache1(address, data_in, write, clk, data_out1, hit1, valid1, tag1);
		     assign select_0 = (address[15:5] == tag0) & valid0;
		     assign select_1 = (address[15:5] == tag1) & valid1;
		     assign hit = select_0 | select_1;
		     assign data_out = hit ? (select_0 ? data_out0 : data_out1) : 8'bzzzzzzzz;
endmodule
==> design/flow/run.sh <==
#!/bin/bash
# OpenROAD 26Q1-2900-gdf79404cd8, Yosys 0.63+post, stock flow scripts
make -C /OpenROAD-flow-scripts/flow DESIGN_CONFIG=/design/flow/config.mk WORK_HOME=/design/flow/orfs finish
==> design/flow/config.mk <==
export PLATFORM = sky130hd
export DESIGN_NAME = two_way_cache
export DESIGN_NICKNAME = two_way_cache
export VERILOG_FILES = /design/flow/design.v
export SDC_FILE = /design/flow/constraint.sdc
export NUM_CORES = 4
export LEC_CHECK = 1
export CORE_UTILIZATION = 30
==> design/flow/constraint.sdc <==
current_design two_way_cache

set clk_period 7.2
set clk_io_pct 0.2

create_clock -name clk0 -period $clk_period [get_ports {clk}]

set non_clock_inputs [all_inputs -no_clocks]
set_input_delay [expr $clk_period * $clk_io_pct] -clock clk0 $non_clock_inputs
set_output_delay [expr $clk_period * $clk_io_pct] -clock clk0 [all_outputs]
==> deck_impl_summary.md <==
Implementation Results

Power and ir drop
  – Internal Power: 0.00435 W
  – Sw frac: between 20% and 30%
  – Combinational group share of total power: under 10%
  – Static Leak: roughly 6.6 nW
  – Ratio of total power to cell area: between 200 and 300 nW/um2
  – Proportion of power drawn by flip-flops and latches: between 50% and 60%
  – Clock share of power: about two fifths
  – Switching power summed over all nets: roughly 0.0012 W
  – Maximum resistive drop on vdd: 0.191 mV

Finish
  – Fin area: 20,700 um2
  – Synth-to-layout area growth: 14.7%
  – Ratio of cells with drive above 1 in the final layout: ~24%
  – Final core utilization: 34.9%
  – Final-layout fill cell count: approximately 5.4k
  – Filler-free cell count of the finished design: about 1.8k

Hold path
  – Type of the tightest min-delay check: flop to flop

Critical path
  – Endpoint required time on the critical path: between 5 and 6 ns
  – Crit path arrival time: between 4 and 5 ns
  – Terminus of the critical flop-to-flop path: cache0.cache1.valid_block.memory[11]
  – Kind of end point of the critical path: output pin
  – R2R depth: 1
  – Type of origin of the critical path: primary input
  – Slack of the worst reg-to-reg path: around 6.5 ns
  – Endpoint of the most critical setup path: hit
  – Startpoint of the worst-slack reg-to-reg timing path: cache0.cache1.valid_block.memory[11]
  – Launch point of the worst path: address[1]
  – Max FO, Critical Path: about 43
  – Worst setup path category: primary input to output pin

Synthesis
  – Mapped Avg Cell Area: slightly above 20 um2
  – Chip area in the Yosys report: roughly 18,000 um2
  – #FFs+latches synth: 464
  – Netlist area before placement: about 18,000 um2
  – Yosys warns: 13
  – Async set-reset flop share out of synthesis: 0%
  – Yosys cell types: 52
  – Post-synth top flop: sky130_fd_sc_hd__edfxtp_1
  – Portion of the post-synthesis area used by sequential elements: roughly three quarters
  – Gate count of the mapped netlist: between 800 and 900
  – Flip-flops with a built-in enable: around 430
  – Post-synthesis cell count from yosys: 890

CTS
  – Clock transition at path regs: roughly 0.060 ns
  – Total clock buffers created by CTS: about 43
  – # resized after CTS: 0
  – H-tree depth: 2
  – TritonCTS sink count: around 460
  – Buffer type at the clock tree root: sky130_fd_sc_hd__clkbuf_16
  – Quantity of hold-fixing buffers added after cts: 0
  – Worst-Skew Late Latency: around 0.53 ns
  – Post-CTS setup buffers: 0
  – Buffer depth of the longest clock path: 3
  – Clock tree from TritonCTS: yes

Global route
  – Via count of the first global-routing pass: 9,159
  – Overflow left after global routing: 0
  – First-pass GRT wire length: between 50,000 and 60,000 um
  – Maximum number of pins on one net before global-route repair: around 57
  – Initial antenna violation count: 2
  – Overall routing resource usage: 13.5%

Detailed routing
  – Wire length per cell: about 21 um
  – DRT iter0 DRCs: about 600
  – Router iterations before antenna repair: 12
  – Via count of the routed design: 8,643
  – Vias per cell: approximately 5
  – Detail Route Antenna Nets: 0
  – Number of remaining DRC errors: 0
  – Count of antenna diodes in the layout: 0
  – Overall routed net length: about 38,000 um

STA
  – Min Hold Slack: ~0.44 ns
  – Fmax: 162 MHz
  – Total Neg Setup Slack: 0 ns
  – Relative max-transition margin: about two fifths
  – Count of pins over their slew limit: 0
  – Final number of setup-violating endpoints: 0
  – Post-Route Skew: 0 ns
  – Slew at the pin closest to its max-slew limit: about 0.9 ns
  – Setup repair after global routing missed its margin: false
  – Final Hold Viols: 0
  – Tcrit/Tclk final: between 80% and 90%
  – Post-layout minimum cycle time: between 6 and 7 ns

Floorplanning
  – Placement row count: 89
  – Area of the core region: 59,400 um2
  – Number of top-level pins: 35
  – Horizontal extent of the die: 248 um
  – DIE HEIGHT: around 250 um
  – Full die area: 61,300 um2
  – Floorplan core density: 30.5%

Placement
  – Last weighted congestion value of the routability-driven placer: ~0.8
  – Number of port buffers: 34
  – Hpwl dp: about 22,000 um
  – Area of placed instances: 19,400 um2
  – Placed instance count: between 1.5k and 2k

Status
  – Status: completed

Run
  – Total number of warnings across the stage logs: 25
  – Max-cap violations: 0
==> power by group through the flow <==
stage	clock network, W	logic (W)	registers, W
finish	0.00214	0.000328	0.00304
global route	0.00229	0.000357	0.00304
CTS	0.00219	0.000334	0.00304
==> cell usage after synthesis (2+ instances only) <==
library cell	number	area share [%]
sky130_fd_sc_hd__buf_4	7	0.29
sky130_fd_sc_hd__and2_1	2	0.069
sky130_fd_sc_hd__mux2i_1	19	1.1
sky130_fd_sc_hd__xor2_1	3	0.15
sky130_fd_sc_hd__nand4_1	2	0.069
sky130_fd_sc_hd__buf_1	4	0.083
sky130_fd_sc_hd__nand3b_1	3	0.12
sky130_fd_sc_hd__nand3_1	7	0.19
sky130_fd_sc_hd__nor2_1	40	0.83
sky130_fd_sc_hd__a21boi_0	2	0.083
sky130_fd_sc_hd__buf_6	5	0.31
sky130_fd_sc_hd__or3_1	7	0.24
sky130_fd_sc_hd__a211oi_1	6	0.25
sky130_fd_sc_hd__dfxtp_1	32	3.5
sky130_fd_sc_hd__clkbuf_1	15	0.31
sky130_fd_sc_hd__a32o_1	2	0.11
sky130_fd_sc_hd__mux4_2	112	14
sky130_fd_sc_hd__nand2b_1	18	0.62
sky130_fd_sc_hd__nor4b_1	4	0.19
sky130_fd_sc_hd__and3_1	4	0.14
sky130_fd_sc_hd__nor2b_1	4	0.14
sky130_fd_sc_hd__nor3_1	26	0.72
sky130_fd_sc_hd__a21oi_1	18	0.50
sky130_fd_sc_hd__a22oi_1	8	0.33
sky130_fd_sc_hd__a22o_1	2	0.097
sky130_fd_sc_hd__o31ai_1	2	0.083
sky130_fd_sc_hd__mux4_1	5	0.73
sky130_fd_sc_hd__nand2_1	34	0.71
sky130_fd_sc_hd__or2_2	18	0.62
sky130_fd_sc_hd__inv_1	8	0.17
sky130_fd_sc_hd__edfxtp_1	432	72
sky130_fd_sc_hd__buf_2	17	0.47
sky130_fd_sc_hd__xnor2_1	2	0.097
sky130_fd_sc_hd__o21ai_0	2	0.055
==> worst min path at each step <==
stage	startpoint	end	slack, ns	depth (start not counted)
finish	cache0.cache1.valid_block.memory[2]	cache0.cache1.valid_block.memory[2]	0.44	1
global route	cache0.cache1.valid_block.memory[2]	cache0.cache1.valid_block.memory[2]	0.45	1
CTS	cache0.cache1.valid_block.memory[2]	cache0.cache1.valid_block.memory[2]	0.44	1
==> registers in the layout (all words and copies together) (netlist names) <==
signal and flops:
cache1.cache1.word_block0.memory 64, cache0.cache1.valid_block.memory 16, cache0.cache1.word_block1.memory 128, cache0.cache1.word_block0.memory 64, cache1.cache1.tag_block.memory 176, cache1.cache1.valid_block.memory 16
==> worst max-delay path: stages <==
cell and delay, ns:
sky130_fd_sc_hd__buf_6 0.43, sky130_fd_sc_hd__buf_4 0.63, sky130_fd_sc_hd__nor3_1 0.16, sky130_fd_sc_hd__a211oi_1 0.29, sky130_fd_sc_hd__a211oi_1 0.11, sky130_fd_sc_hd__or3_1 0.34
sky130_fd_sc_hd__a2111oi_1 0.49, sky130_fd_sc_hd__o2111a_1 0.34, sky130_fd_sc_hd__clkdlybuf4s50_1 0.48
==> cell type report <==
cell class	instances	area (um2)	share of cell area, %
Clock buffer	60	1180	5.69
Clock inverter	19	141	0.682
Inverter	8	30.0	0.145
Multi-Input combinational cell	368	4150	20.0
Sequential cell	464	13600	65.6
Tap cell	773	967	4.66
Timing Repair Buffer	78	663	3.20
==> metal layers <==
layer  part of all wire (%)  track usage [%]  vias to the layer above
li1                       -                -                     3812
met1                     39             18.5                     4381
met2                     46             19.8                      387
met3                     12             7.91                       57
met4                    1.8             2.18                        6
met5                   0.24            0.715                        -
==> through the flow <==
step                worst slack (ns)  power [W]
floorplan                       2.49    0.00330
global placement               0.992    0.00342
detailed placement              1.02    0.00343
CTS                            0.966    0.00556
global route                   0.788    0.00569
finish                          1.02    0.00550
==> layout by cell type (no fill, tap or decap), drive strengths merged, types with 3 or more instances in the layout <==
cell	Yosys	final
nor4b	4	4
nand2b	18	18
nor3	26	26
dfxtp	32	32
and3	4	4
a211oi	6	6
a22oi	8	8
clkinv	0	14
xor2	3	3
clkbuf	15	60
mux2i	19	19
clkdlybuf4s50	0	30
nand2	34	34
nor2b	4	4
mux4	117	117
nand3	7	7
a21oi	18	18
nand3b	3	3
inv	8	11
buf	35	48
or3	7	7
or2	18	18
edfxtp	432	432
nor2	40	40
==> cell families (layout without fill, tap and decap cells) <==
family | Yosys count | after routing | share of synthesized area (%)
compound gates | 53 | 53 | 2.07
xor+xnor | 5 | 5 | 0.242
buf+inv | 58 | 165 | 1.83
flops | 464 | 464 | 75.2
mux | 136 | 136 | 15.7
simple gates | 174 | 174 | 4.89
Power and IR drop assume default switching activity.
